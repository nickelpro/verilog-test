==> flow/design.v <==
module PartialProduct #(
    Width = 8
) (
    input [Width - 1 : 0] a,
    input [Width - 1 : 0] b,
    output [Width - 1 : 0][Width - 1 : 0] pp
);
  for (genvar i = 0; i < Width; i++) begin
    for (genvar j = 0; j < Width; j++) begin
      assign pp[i][j] = a[i] & b[j];
    end
  end
endmodule
==> flow/run.sh <==
#!/bin/bash
# OpenROAD 26Q1-2900-gdf79404cd8, Yosys 0.63+post, stock flow scripts
make -C /OpenROAD-flow-scripts/flow DESIGN_CONFIG=/design/flow/config.mk WORK_HOME=/design/flow/orfs finish
==> flow/config.mk <==
export PLATFORM = sky130hd
export DESIGN_NAME = PartialProduct
export DESIGN_NICKNAME = PartialProduct
export VERILOG_FILES = /design/flow/design.v
export SDC_FILE = /design/flow/constraint.sdc
export NUM_CORES = 4
export LEC_CHECK = 1
export CORE_AREA = 10 10 74 74
export DIE_AREA = 0 0 84 84
==> flow/constraint.sdc <==
current_design PartialProduct

set clk_period 1.0
set clk_io_pct 0.2

create_clock -name clk0 -period $clk_period

set non_clock_inputs [all_inputs -no_clocks]
set_input_delay [expr $clk_period * $clk_io_pct] -clock clk0 $non_clock_inputs
set_output_delay [expr $clk_period * $clk_io_pct] -clock clk0 [all_outputs]
==> flow_metrics.py <==
# Metrics from the implementation run
metrics = {
    "outcome": {
        "outcome": "complete, no violations",
    },
    "place": {
        "dp_slack_ns": -0.7210,
        "io_buffers": 80,
        "gp_congestion": 0.7773,
        "dpl_cell_area_sq_um": 1329,
        "place_hpwl_um": 2860,
    },
    "detailed_routing": {
        "vias": 842,
        "wl_met3_um": 322,
        "drt-total-wl_um": 3807,
        "viasPerCell": 3.793,
        "ant_nets": 0,
        "top_layer_used": "met4",
        "drt_first_pass_iters": 4,
        "wl_per_cell_um": 17.15,
        "drtIter0Drc": 5,
        "drc": 0,
        "drt-met1-wl_um": 1574,
        "wl_met2_um": 1889,
        "antenna_cells": 0,
    },
    "floorplan": {
        "io-pin-count": 80,
        "die_y_um": 84,
        "die_w_um": 84,
        "fp_util": 0.1008,
        "chipArea_sq_um": 7056,
        "core_sq_um": 3971,
        "core.rowCount": 23,
    },
    "logic_synthesis": {
        "synth_chip_area_sq_um": 400.4,
        "ys_sh_xor": 0,
        "yosys_warnings": 0,
        "ys_sh_simple": 1.000,
        "synth_cell_types": 1,
        "synth-adder-area-share": 0,
        "postSynthSeqShare": 0,
        "syn_inst": 64,
        "ys_cells": 64,
        "topCombFamilyByArea": "simple AND/OR/NAND/NOR gates",
        "netlist_area_sq_um": 400.4,
        "avgSynthCellArea_sq_um": 6.256,
        "synth.area.mux_share": 0,
        "aoi_share": 0,
    },
    "flow_run": {
        "drv_cap": 0,
        "warning_count": 33,
    },
    "layout": {
        "area_growth_pct": 300.9,
        "postLayoutCellArea_sq_um": 1605,
        "final_layout_size_suffix_gt1_frac": 0.5465,
        "fillCellCount": 396,
        "flop-count": 0,
        "clkbuf_count": 0,
        "ff_latch_area_sq_um": 0,
    },
    "timing": {
        "relSlewSlack": 0.9522,
        "worst_slew_pin_slew_ns": 0.07168,
        "min_period_ns": 0.9800,
        "finalSetupViolCount": 0,
        "setup_ws_ns": 0.01997,
        "period_used_share": 0.9800,
        "finalHoldViolations": 0,
        "fmax_ghz": 1.020,
        "rsz0062_at_grt": "no",
        "maxSlewViolCount": 0,
    },
    "global_route": {
        "grt-ovfl-total": 0,
        "grt_use_total": 0.1078,
        "grt_max_degree": 9,
        "grt_pass1_wl_um": 6113,
        "grt_pass1_vias": 975,
        "antenna_found_initial": 0,
    },
    "critical_path": {
        "cp_num_buf_inv": 4,
        "worstPathMaxFanout": 5,
        "start_kind": "input port",
        "cp.arrival_ns": 0.78,
        "crit_path_end_kind": "output port",
        "max_stage_delay_ns": 0.14,
        "crit_type": "input port to output port",
        "cpMaxStageDelayCell": "and2_4",
        "cp.required_ns": 0.80,
        "crit_chain": "buf_6 > buf_12 > buf_8 > and2_4 > buf_2",
        "cp_top_family": "buffers and inverters",
    },
    "power": {
        "ir_worst_vdd_mv": 0.1112,
        "power_density_nw_per_um2": 367.7,
        "leakagePower_uw": 0.0008494,
    },
    "hold_path": {
        "hold_path_class": "input port to output port",
    },
}
==> cell type report <==
type,instances,area (sq um),share of cell area
Tap cell,50,62.56,0.03897
Timing Repair Buffer,108,1065,0.6633
Multi-Input combinational cell,64,478.0,0.2977
==> power breakdown <==
group	internal, uW	total [uW]	switching [uW]
clock	0	0	0
combinational	425	590	165
sequential	0	0	0
total	425	590	165
==> layout by cell type, fill, tap and decap left out, drive strengths merged <==
| master | synthesis | layout |
|---|---|---|
| and2 | 64 | 64 |
| buf | 0 | 63 |
| dlygate4sd2 | 0 | 19 |
| clkdlybuf4s15 | 0 | 26 |
==> timing repair <==
item                       CTS  global route
hold buffers                 0             0
setup endpoints to repair   64            25
setup buffers               24             0
gates resized              272            21
pin swaps                    4             0
==> tightest hold or removal path: cells and delay by family <==
family | cells | cell delay, ns
buf+inv | 2 | 0.18
simple gates | 1 | 0.11
==> cells by family (layout without fill, tap and decap cells) <==
logic type | after synthesis | in the layout
simple gates | 64 | 64
buf+inv | 0 | 108
==> synthesized netlist by cell type (all sizes together) <==
cell type   n  share of area
and2       64            1.0
==> worst paths after layout <==
check	from	end	slack [ns]	cells past startpoint
max	a[2]	pp[22]	0.02	5
min	a[0]	pp[5]	0.69	3
==> stage by stage <==
stage / instances / power, uW / TNS (ns) / util / hold WS (ns)
after floorplan: 64 / 62.80 / 0 / - / 0.4719
after global placement: 201 / 497.6 / -41.83 / 0.3346 / 1.502
after detailed placement: 201 / 497.6 / -42.47 / 0.3346 / 1.497
after CTS: 225 / 590.7 / -0.1657 / 0.4008 / 0.6979
after global routing: 222 / 647.8 / 0 / 0.4042 / 0.7121
final: 222 / 590.3 / 0 / 0.4042 / 0.6878
==> layer usage <==
metal | up-vias | global-route usage
met5 | - | 0
met3 | 2 | 0.03051
met4 | 0 | 0.004566
met1 | 390 | 0.1336
li1 | 408 | -
met2 | 42 | 0.1882
Power figures rest on the tool's default switching activity, not on a simulated workload.
